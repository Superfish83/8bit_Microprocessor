--- flow/run.sh ---
#!/bin/bash
# OpenROAD 26Q1-2900-gdf79404cd8, Yosys 0.63+post, stock flow scripts
make -C /OpenROAD-flow-scripts/flow DESIGN_CONFIG=/design/flow/config.mk WORK_HOME=/design/flow/orfs finish
--- flow/config.mk ---
export PLATFORM = sky130hd
export DESIGN_NAME = imem
export DESIGN_NICKNAME = imem
export VERILOG_FILES = /design/flow/design.v
export SDC_FILE = /design/flow/constraint.sdc
export NUM_CORES = 4
export LEC_CHECK = 1
export CORE_AREA = 10 10 70 70
export DIE_AREA = 0 0 80 80
--- flow/constraint.sdc ---
current_design imem

set clk_period 2.3
set clk_io_pct 0.2

create_clock -name clk0 -period $clk_period

set non_clock_inputs [all_inputs -no_clocks]
set_input_delay [expr $clk_period * $clk_io_pct] -clock clk0 $non_clock_inputs
set_output_delay [expr $clk_period * $clk_io_pct] -clock clk0 [all_outputs]
--- flow/design.v ---
`timescale 1ns / 1ps
module imem(
    output [7:0] instruction,
    input [7:0] Read_Address
    );
	wire [7:0] MemByte[31:0];
	assign MemByte[0]  = 8'b01000001;
	assign MemByte[1]  = 8'b11000001;
	assign MemByte[2]  = 8'b11000001;
	assign MemByte[3]  = 8'b01011001;
	assign MemByte[4]  = 8'b00101010;
	assign MemByte[5]  = 8'b00101010;
	assign MemByte[6]  = 8'b00101010;
	assign MemByte[7]  = 8'b00101010;
	assign MemByte[8]  = 8'b00101110;
	assign MemByte[9]  = 8'b01101101;
	assign MemByte[10] = 8'b00001100;
	assign MemByte[11] = 8'b11000010;
	assign instruction = MemByte[Read_Address];
endmodule
==> run summary <==
fresh numbers from the pnr run: Distinct lib cells used 14, number of optimization iterations in the first detailed-route pass 1, number of maximum-capacitance violations 0, number of warnings in the stage logs 35, vertical die dimension ~80 microns, wire length of the first global-routing pass 807 microns, final tally of hold violations 0, GPL Wtd Cong 0.737, sequential area share after synthesis 0%, critical path required time 1840 ps, Non-Filler Cell Area, Final between 300 and 400 sq um, synthesized-area fraction occupied by and/or/nand/nor cells 64.9%, syn_area_per_cell around 6.3 sq um, detailed-placement wirelength estimate 484 microns, flip-flop and latch area 0 sq um, total core area approximately 0.0034 sq mm, clock period minus final worst setup slack between 2000 and 2500 ps, via-per-instance ratio 2.57, DRC marker count from the first detailed-route iteration 0, number of max-slew violations in the final report 0, antenna violations before repair 0, DIE WIDTH roughly 80 microns, vias in the first global route between 150 and 200, Antenna Diode Count 0, worst-margin pin slew between 200 and 250 ps, Crit path arrival time 1810 ps, total via count in the routed design around 220, run status complete, no violations, mux cell area share after synthesis 0%, post-cts hold buffer count 0, part of the power in registers 0%, depth of the worst hold-timing path 4, number of port buffers 13, tally of yosys warning messages 161, floorplan row count 21, # Cells Yosys 22, fraction of the mapped netlist area in compound gates slightly below 30%, growth of design area from synthesis to finish 167%, wire length per cell after detailed routing 6.55 microns, Initial Utilization just over 4%, total grt overflow 0, adder-cell area share of the yosys netlist 0%, highest clock frequency the design can meet roughly 0.44 GHz, kind of end point of the critical path primary output, Combinational Area between 150 and 200 sq um, Final setup violation count 0, FILL cells 403, share of total power in combinational logic 100.0%, placed cell area between 300 and 400 sq um, maximum ir drop on the vdd rail around 0.000016 V, Total Negative Setup Slacks 0 ps, total net switching power 0.0187 mW, Synth Instances 22, relative contribution of the clock network to total power 0%, chip area in the Yosys report roughly 140 sq um, fraction of layout instances using a drive strength above 1 between 20% and 30%, number of cells in the finished layout apart from fillers roughly 86, pwr/cell area about 140 mW/mm^2, flip-flops 0, DRT Wirelength 563 microns, Tot GR Track Use between 1 and 1.5%, biggest fanout along the worst timing path 5, clock buffer instance count of the final layout 0, XOR/XNOR Area Share roughly 6.3%, part of the cycle the worst path needs a little over nine tenths, leakage dissipation approximately 0.13 nW, internal cell power around 0.033 mW, switching share of power 36.4%, total DRC errors in the routed layout 0, number of placed cells counting well taps approximately 86, largest net degree at the start of global routing 7, number of routed nets with antenna violations 0, Critical Setup Path Class in2out, Setup crit start kind primary input, Dominant comb cell simple AND/OR/NAND/NOR gates, DIE AREA ~0.0064 sq mm, Top-Level Pins 16, Core Util, Final 10.8%, summed instance area of the synthesized netlist 139 sq um, worst hold path type in2out, Slew headroom between 80 and 90%
## worst paths after layout
check,end,from,slack (ps)
max,instruction[7],Read_Address[3],30
min,instruction[6],Read_Address[0],1650
## worst max-delay path, cell delays in order
cell and delay [ps]:
sky130_fd_sc_hd__dlygate4sd2_1 300, sky130_fd_sc_hd__buf_4 170, sky130_fd_sc_hd__xnor2_1 150, sky130_fd_sc_hd__a21oi_1 90
sky130_fd_sc_hd__nor3_1 140, sky130_fd_sc_hd__clkdlybuf4s50_1 490
## power by group through the flow
stage,Clock (mW),Combinational [mW],Sequential (mW)
after CTS,0,0.0512,0
final,0,0.0514,0
after global routing,0,0.0566,0
## cells by family after synthesis
| logic type | after synthesis |
|---|---|
| AND/OR/NAND/NOR | 15 |
| AND-OR/OR-AND | 6 |
| XOR/XNOR | 1 |
## cells in the mapped netlist
cell type / instances / area (sq um)
sky130_fd_sc_hd__nand2b_1: 4 / 25.0
sky130_fd_sc_hd__nor3_1: 3 / 15.0
sky130_fd_sc_hd__nor2_1: 2 / 7.51
sky130_fd_sc_hd__nor2b_1: 2 / 12.5
sky130_fd_sc_hd__o21ai_0: 2 / 10.0
sky130_fd_sc_hd__a21oi_1: 1 / 5.00
sky130_fd_sc_hd__a21oi_2: 1 / 8.76
sky130_fd_sc_hd__and3b_1: 1 / 8.76
sky130_fd_sc_hd__nand3b_1: 1 / 7.51
sky130_fd_sc_hd__nor3b_1: 1 / 7.51
sky130_fd_sc_hd__o21a_1: 1 / 7.51
sky130_fd_sc_hd__o31a_1: 1 / 8.76
sky130_fd_sc_hd__or2_1: 1 / 6.26
sky130_fd_sc_hd__xnor2_1: 1 / 8.76
## metrics by stage
stage                     hold WS (ps)  worst slack [ps]  power, mW
after floorplan                    933               943     0.0146
after global placement            2000              -171     0.0513
after detailed placement          1980              -162     0.0518
after CTS                         1740              34.5     0.0512
after global routing              1710             -22.4     0.0566
final                             1650              33.7     0.0514
## cell type report
cell class | count | share of cell area, %
multi-input combinational | 22 | 41.6
timing repair buffer | 18 | 42.9
tap | 46 | 15.5
## repair_timing
action                                  CTS  global route
resized                                   5             4
buffers inserted                          0             0
pin swaps                                 0             1
endpoints found under the setup margin    6             2
## routing by layer
metal	share of wire (%)	vias to the layer above	global-route usage [%]
met5	0	-	0
met4	0	0	0
met3	18	0	0.682
met2	36	12	2.33
met1	46	93	1.85
li1	-	116	-
## layout by cell type (no fill, tap or decap)
cell type / instances
sky130_fd_sc_hd__a21oi_1: 1
sky130_fd_sc_hd__a21oi_2: 1
sky130_fd_sc_hd__and3b_1: 1
sky130_fd_sc_hd__buf_4: 5
sky130_fd_sc_hd__clkbuf_2: 1
sky130_fd_sc_hd__clkdlybuf4s50_1: 9
sky130_fd_sc_hd__dlygate4sd2_1: 3
sky130_fd_sc_hd__nand2b_1: 3
sky130_fd_sc_hd__nand2b_4: 1
sky130_fd_sc_hd__nand3b_1: 1
sky130_fd_sc_hd__nor2_1: 1
sky130_fd_sc_hd__nor2_2: 1
sky130_fd_sc_hd__nor2b_1: 2
sky130_fd_sc_hd__nor3_1: 3
sky130_fd_sc_hd__nor3b_2: 1
sky130_fd_sc_hd__o21a_1: 1
sky130_fd_sc_hd__o21ai_0: 2
sky130_fd_sc_hd__o31a_1: 1
sky130_fd_sc_hd__or2_1: 1
sky130_fd_sc_hd__xnor2_1: 1
No activity file was given, so power comes from the tool's default toggle rates.
